[/design/flow/config.mk]
export PLATFORM = sky130hd
export DESIGN_NAME = mux_2x1_16b
export DESIGN_NICKNAME = mux_2x1_16b
export VERILOG_FILES = /design/flow/design.v
export SDC_FILE = /design/flow/constraint.sdc
export NUM_CORES = 4
export LEC_CHECK = 1
export CORE_AREA = 10 10 70 70
export DIE_AREA = 0 0 80 80
[/design/flow/constraint.sdc]
current_design mux_2x1_16b

set clk_period 1.0
set clk_io_pct 0.2

create_clock -name clk0 -period $clk_period

set non_clock_inputs [all_inputs -no_clocks]
set_input_delay [expr $clk_period * $clk_io_pct] -clock clk0 $non_clock_inputs
set_output_delay [expr $clk_period * $clk_io_pct] -clock clk0 [all_outputs]
[/design/flow/run.sh]
#!/bin/bash
# OpenROAD 26Q1-2900-gdf79404cd8, Yosys 0.63+post, stock flow scripts
make -C /OpenROAD-flow-scripts/flow DESIGN_CONFIG=/design/flow/config.mk WORK_HOME=/design/flow/orfs finish
[/design/flow/design.v]
module mux_2x1_16b(dout,d1,d2,s);
	output reg [15:0] dout;
	input [15:0] d1,d2;
	input s;
	always @(*)
		begin
			case (s)
				1'b0: dout<=d1;
				1'b1: dout<=d2;
				default: dout<=4'd0;
			endcase
		end
endmodule
==> deck_impl_summary.md <==
Run Summary

Power
  – Switching Power: 0.0000674 W
  – Clk pwr share: 0%
  – Switching Fraction: 22.4%
  – Combinational share of power: 100.0%
  – Power per cell area: 379 nW/µm²
  – Internal cell power: 0.000234 W
  – VDD IR max: 0.151 mV
  – Sequential power share: 0%
  – Leakage: 0.417 nW

Synthesis
  – Cell with the most instances after synthesis: mux2_4
  – Post-synth area from yosys stat: 249 µm²
  – Biggest area cells: mux2_4 60%, mux2_2 27%, buf_12 8.0%, buf_6 4.5%
  – Post-synth top cells: 10 x mux2_4, 6 x mux2_2, 1 x buf_12, 1 x buf_6
  – Synth Seq Share: 0%
  – Ys Warns: 1
  – Max-area cell share: 60.3%
  – # Cells Yosys: 18
  – Syn Area/Cell: 13.8 µm²
  – Mapped cell area: 249 µm²
  – Most area-hungry cell type in the Yosys netlist: mux2_4
  – Post-Syn Instances: 18
  – Synth unique cells: 4

Placement
  – Final GP Congestion: 0.815
  – DP Cell Count: 112
  – DP HPWL: 1220 µm
  – Port Buffers: 49
  – Placement Setup Slack: -0.853 ns
  – Placed cell areas: 786 µm²

Setup path
  – Worst setup SP type: input pin
  – CP max stage delay: 0.30 ns
  – Crit path DRT: 0.80 ns
  – CP top delay family: buffers and inverters
  – CP arrival: 0.86 ns
  – CP Cell Sequence: buf_12 > buf_12 > mux2_4 > buf_6
  – CP max-delay cell: mux2_4
  – WP buf/inv: 3
  – Crit. End Element: output port
  – CP dominant cell by count: buf_12
  – Crit path kind: in -> out
  – CP Launch Point: s
  – Worst-path fanout max: 8

Route
  – Overall routed net length: 1410 µm
  – Total number of vias: 359
  – Routed len/inst: 12.4 µm
  – DRT Pass-1 Iters: 2
  – DR iter-0 viols: 2
  – DR DRC count: 0
  – Ant. Diodes: 0
  – Vias per std cell: 3.18
  – Final ANT Viol Nets: 0

Global route
  – GRT Util Overall: 4.20%
  – First-pass GRT wire length: 2190 µm
  – Initial antenna violation count: 0
  – Gr ovfl total: 0
  – Vias in the first global route: 430
  – Largest net degree at the start of global routing: 9

Flow run
  – Max-cap viol count: 0
  – OpenROAD warnings: 34

Status
  – Status: finished, violations left
  – Violated checks: setup timing

Cells and area
  – Final core occ: 23.3%
  – Finished Layout Cells: 113
  – Synth-to-Final Area Change: 219%
  – Layout cells sized above 1: 52.2%
  – Flops: 0
  – Register area: 0 µm²
  – Design area: 795 µm²
  – # clk buffers: 0
  – Gate Area: 240 µm²
  – # fillers: 374

STA
  – Setup TNS: -0.817 ns
  – RSZ-0062 raised after global routing: yes
  – Tmin final: 1.06 ns
  – Post-layout period usage of the worst path: 106%
  – Final Slew Violations: 0
  – Final Hold Fails: 0
  – Worst-margin pin slew: 0.0710 ns
  – Slew margin rel.: 95.3%
  – Max frequency: 947 MHz
  – Slack of the critical path: -0.0564 ns
  – Final Setup Violations: 16

CTS
  – Post-CTS setup buffer count: 0
  – Hold_buf cts: 0

Floorplan
  – DIE AREA: 6400 µm²
  – Chip width: 80 µm
  – Init Core Util: 7.29%
  – Die H: 80 µm
  – I/O Pins: 49
  – Core area: 3420 µm²
  – Num rows: 21

Min path
  – HP Class: in -> out
  – Min-delay src: d1[5]
## path summary, 6_finish.rpt
path | end | slack [ns] | cells past startpoint
setup / recovery | dout[14] | -0.06 | 4
hold / removal | dout[5] | 0.79 | 3
## worst min-delay path: stages
cell and delay, ns:
dlygate4sd2_1 0.19, mux2_4 0.12, buf_2 0.08
## final cells by class
cell class	count	share of cell area (%)
well taps	46	7.24
multi-input cells	16	30.2
repair buffers	51	62.5
## power by group through the flow
stage,Combinational [W],Sequential (W),Clock (W)
final,0.000301,0,0
after global routing,0.000326,0,0
after CTS,0.000286,0,0
## logic make-up after synthesis
logic type / Yosys count / share of synthesized area (%)
multiplexers: 16 / 87.4
buffers and inverters: 2 / 12.6
## cell usage in the layout (no fill, tap or decap), drive strengths merged
master / instances
buf: 19
dlygate4sd2: 32
mux2: 16
## through the flow
| step | hold WS [ns] | total power, W |
|---|---|---|
| floorplan | 0.498 | 0.0000893 |
| global placement | 1.44 | 0.000319 |
| detailed placement | 1.44 | 0.000319 |
| CTS | 0.801 | 0.000286 |
| global route | 0.812 | 0.000326 |
| finish | 0.794 | 0.000301 |
## layer usage
layer	part of all wire, %	GRT usage (%)
met5	0	0
met2	24	4.49
met1	53	6.39
met3	23	3.30
met4	0	0
## repair_timing
| item | 4_1_cts | 5_1_grt |
|---|---|---|
| hold endpoints to repair | 0 | 0 |
| cloned | 1 | 0 |
| setup endpoints to repair | 16 | 16 |
| gates resized | 102 | 5 |
Power is estimated from default activity; no workload was simulated.
